[flow/design.v]
module PWM_core ( 				 
 input reset, clk,
 input [7:0] pulse_width,
 input [8:0] period,
 input [3:0] byteenable,
 output reg PWM_out
);
reg [7:0] duty_cycle, counter;	 
always@(posedge clk or negedge reset)
begin
   if(~reset) 						 
		begin
		counter <= 32'b1; 		 
		duty_cycle <= 32'b0;		 
		end
	else if(counter == period)
		begin
		counter <= 32'b1;			 
		end
	else 
		begin
		counter <= counter + 1'b1;										 
		if(byteenable[0]) duty_cycle[7:0] <= pulse_width[7:0];
		end
end 
always@(posedge clk)
begin
	if(counter <= duty_cycle)	 
		begin
		PWM_out = 1'b1;
		end
	else 
		begin								 
		PWM_out = 1'b0;
		end
end
endmodule
module avalon_wrapper (		 
	input wire csi_clk,
	input wire rsi_rst_n, 
	input wire avs_s0_read, 
	input wire avs_s0_write, 
	input wire avs_s0_chip_select, 
	input wire [3:0] avs_s0_byteenable, 
	input wire[31:0] avs_s0_writedata, 
	input wire [1:0] avs_s0_address,
	output wire [31:0] avs_s0_readdata,
	output coe_pwm_out
	);
	reg [31:0] pulse_width, period;
	reg [31:0] read_data;
	reg enable;
	wire load_pulse_width, load_period, load_enable;
	wire read_pulse_width, read_period, read_enable;
	wire pwm_out;
	assign coe_pwm_out = pwm_out & enable;
	assign avs_s0_readdata = read_data;
	PWM_core PWM_core0(				 
		.reset(rsi_rst_n),
		.clk(csi_clk), 
		.pulse_width(pulse_width),
		.period(period),
		.byteenable(4'b1111),
		.PWM_out(pwm_out)
	);
	assign load_pulse_width = avs_s0_chip_select & avs_s0_write & (avs_s0_address == 0);
	assign load_period = avs_s0_chip_select & avs_s0_write & (avs_s0_address == 1);
	assign load_enable = avs_s0_chip_select & avs_s0_write & (avs_s0_address == 2);
	assign read_pulse_width = avs_s0_chip_select & avs_s0_read & (avs_s0_address == 0);
	assign read_period = avs_s0_chip_select & avs_s0_read & (avs_s0_address == 1);
	assign read_enable = avs_s0_chip_select & avs_s0_read & (avs_s0_address == 2);
	always @ (posedge csi_clk or negedge rsi_rst_n) 
	begin
		if (rsi_rst_n == 0) 
			begin										 
			pulse_width <= 250000; 
			period <= 500000; 
			enable <= 0;
			end
		else
		begin																			 
			if (load_pulse_width == 1) 
			begin														
				if  (avs_s0_byteenable[0] == 1) 
					begin
					pulse_width[7:0] <=avs_s0_writedata[7:0];
					end 
				if  (avs_s0_byteenable[1] == 1) 
					begin
					pulse_width[15:8] <=avs_s0_writedata[15:8];
					end 
				if  (avs_s0_byteenable[2] == 1) 
					begin
					pulse_width[23:16] <=avs_s0_writedata[23:16];
					end 
				if  (avs_s0_byteenable[3] == 1)
					begin
					pulse_width[31:24] <=avs_s0_writedata[31:24];
					end 
			end
			if (load_period == 1) 
			begin
				if  (avs_s0_byteenable[0] == 1) 
					begin
					period[7:0] <=avs_s0_writedata[7:0];
					end 
				if  (avs_s0_byteenable[1] == 1) 
					begin
					period[15:8] <=avs_s0_writedata[15:8];
					end 
				if  (avs_s0_byteenable[2] == 1) 
					begin
					period[23:16] <=avs_s0_writedata[23:16];
					end 
				if  (avs_s0_byteenable[3] == 1) 
					begin
					period[31:24] <=avs_s0_writedata[31:24];
					end 
			end
			if (load_enable== 1) 
			begin
				if  (avs_s0_byteenable[0] == 1)
					begin
					enable <= avs_s0_writedata[0];
					end 
			end
		if (read_pulse_width == 1) 
		begin
			if  (avs_s0_byteenable[0] == 1) 
				begin
				read_data[7:0] <= pulse_width[7:0];
				end 
			if  (avs_s0_byteenable[1] == 1) 
				begin
				read_data[15:8] <= pulse_width[15:8];
				end 
			if  (avs_s0_byteenable[2] == 1)
				begin
				read_data[23:16] <= pulse_width[23:16];
				end 
			if  (avs_s0_byteenable[3] == 1)
				begin
				read_data[31:24] <= pulse_width[31:24];
				end 
		end
		if (read_period == 1) 
		begin
			if  (avs_s0_byteenable[0] == 1) 
				begin
				read_data[7:0] <= period[7:0];
				end 
			if  (avs_s0_byteenable[1] == 1) 
				begin
				read_data[15:8] <= period[15:8];
				end 
			if  (avs_s0_byteenable[2] == 1) 
				begin
				read_data[23:16] <= period[23:16];
				end 
			if  (avs_s0_byteenable[3] == 1)
				begin
				read_data[31:24] <= period[31:24];
				end 
		end
		if (read_enable== 1) 
		begin
			if  (avs_s0_byteenable[0] == 1)
				begin
				read_data <= enable;
				end
		end
	end
end
endmodule
[flow/run.sh]
#!/bin/bash
# OpenROAD 26Q1-2900-gdf79404cd8, Yosys 0.63+post, stock flow scripts
make -C /OpenROAD-flow-scripts/flow DESIGN_CONFIG=/design/flow/config.mk WORK_HOME=/design/flow/orfs finish
[flow/config.mk]
export PLATFORM = sky130hd
export DESIGN_NAME = avalon_wrapper
export DESIGN_NICKNAME = avalon_wrapper
export VERILOG_FILES = /design/flow/design.v
export SDC_FILE = /design/flow/constraint.sdc
export NUM_CORES = 4
export LEC_CHECK = 1
export CORE_UTILIZATION = 30
[flow/constraint.sdc]
current_design avalon_wrapper

set clk_period 4.4
set clk_io_pct 0.2

create_clock -name clk0 -period $clk_period [get_ports {csi_clk}]

set non_clock_inputs [all_inputs -no_clocks]
set_input_delay [expr $clk_period * $clk_io_pct] -clock clk0 $non_clock_inputs
set_output_delay [expr $clk_period * $clk_io_pct] -clock clk0 [all_outputs]
==> run notes <==
Flow results.

- The flow ran to the end, and the final reports show no timing, DRC or antenna violations.
- Setup repair after global routing left no endpoint under its margin.
- The smallest clock period supported by the final layout is computed as 2.33 ns.
- The H-tree was split into 4 levels.
- In this run the maximum-capacitance check reported violations numbering 0.
- The quantity of hold-fixing buffers added after cts is 0.
- The number of warnings issued by yosys is 4.
- The average via count per standard cell is 4.69.
- The detailed placer's ending HPWL is 7490 um.
- A synthesized cell averages 13.2 um2.
- The via count of the first global-routing pass is 3,477.
- For this run, design rule violations remaining after detail routing come to 0.
- The clock latency reported for the late side of the worst-skew pair is 0.40 ns.
- The final antenna diode tally reported by the flow is 0.
- The worst path required time is 4.67 ns.
- The number of sinks driven by the clock tree is 114.
- Among the stages of the critical path, the cell type that occurs most often is sky130_fd_sc_hd__nand2_1.
- The reported leakage power is 2.78 nW.
- The floorplan step set the die height to 133 um.
- Measured in cells, the most critical reg-to-reg path has a length of 4.
- The tightest slew margin relative to the limit is 59.9%.
- The cell type of the slowest stage on the worst timing path is sky130_fd_sc_hd__clkdlybuf4s50_1.
- The worst setup path is launched from an input pin.
- The remaining antenna violation count is 0.
- The data arrival time reported for the critical path is 2.60 ns.
- TritonCTS built the clock tree.
- Per the synthesis report, the number of distinct cell types is 37.
- The total overflow left after global routing is 0.
- The effective utilization at floorplan is 31.0%.
- After routing, the total negative slack on setup checks comes to 0 ns.
- The share of the core filled with cells is 40.5%.
- Input and output buffers added on the ports amount to 75.
- The highest clock rate this design can be run at is 429 MHz.
- Gates resized during post-CTS repair numbered 0.
- Looking at the critical path, the highest net fanout was 8.
- The final count of hold timing violations is 0.
- In the post-synthesis netlist, the biggest area contributors are sky130_fd_sc_hd__dfrtp_1 32%, sky130_fd_sc_hd__edfxtp_1 19%, sky130_fd_sc_hd__mux2_2 13%.
- The global-route usage over all layers is 13.4%.
- The type of the most critical hold path is reg2reg.
- The violation tally recorded at the end of detailed-routing iteration 0 is 167.
- The worst hold slack is 0.482 ns.
- The layout summary lists the proportion of cells stronger than drive strength 1 as 24.0%.
- The slew at the pin closest to its max-slew limit is 0.602 ns.
- The synthesis-to-layout area growth is 30.8%.
- The total detailed-routing wirelength is 10,800 um.
- Dividing the final minimum period by the clock period gives 52.9%.
- The worst voltage drop across the vdd grid is 276 uV.
- The number of I/O pins is 76.
- The fraction of post-synthesis cell area in the top cell type by area is 31.9%.
- The number of synthesized flops with an enable pin is 32.
- Hold analysis lists the worst path endpoint as PWM_core0.counter[0].
- The horizontal die dimension is 133 um.
- STA reports a reg2reg setup slack of 2.36 ns.
- The number of endpoints failing setup at the final stage is 0.
- Per the summary, power density relative to cell area is 525 nW/um2.
- The largest net degree at the start of global routing is 114.
- Yosys stat counts 391 cells in the synthesized netlist.
- The number of rows created at floorplan is 47.
- After filler insertion, the fill cell instance count of the layout stands at 1,546.
- The hold-critical path depth is 1.
- The commonest cells after synthesis are 66 x sky130_fd_sc_hd__dfrtp_1, 61 x sky130_fd_sc_hd__mux2_2, 35 x sky130_fd_sc_hd__nor2_1.
- In this run the standard cell core region covers 16,700 um2.
- The number of buffers inserted during clock tree synthesis is 17.
- The dominant cell type by area after synthesis is sky130_fd_sc_hd__dfrtp_1.
- The final tally of max-slew violations is 0.
- On the worst setup and hold paths after CTS, the clock-pin slew comes to 0.05 ns.
- The longest individual stage delay on the worst path is 0.49 ns.
- The synthesized netlist occupies a cell area of 5180 um2.
- Between clock sinks in the finished design, the worst skew comes to 0.00323 ns.
- The startpoint of the worst-slack reg-to-reg timing path is PWM_core0.counter[3].
- Per the synth stats, the proportion of register bits with asynchronous set or reset is 71.1%.
- The routability congestion estimate is 0.785.
- The number of setup buffers added after CTS is 0.
- The critical register-to-register path endpoint is PWM_core0.duty_cycle[0].
- The commonest register cell is sky130_fd_sc_hd__dfrtp_1.
- For the worst min-delay path, the startpoint reported by OpenROAD is PWM_core0.counter[0].
- The clock passes through at most 2 buffers.
- The post-synthesis chip area from yosys is 5180 um2.
- Summing all placed instances gives a cell area of 6150 um2.
- Synthesis produced a netlist whose cell count is 391.
- In this run the critical path is formed by clkdlybuf4s50_1 -> nand2_1 -> nor3b_2 -> nand2_1 -> mux2_1.
- The floorplan die area is 17,800 um2.
- The critical path class is in2reg.
- With fillers left out, the area of the finished cells amounts to 6770 um2.
- The initial antenna violation count is 0.
- According to the report, the first pass of detailed routing completed in 4 iterations.
- The global-route wire length before repair is 18,100 um.
- The most numerous cell in the Yosys netlist is sky130_fd_sc_hd__dfrtp_1.
- The clock root buffer master is sky130_fd_sc_hd__clkbuf_16.
- The nature of the critical path endpoint is a flop.
- The total design power is 3.55 mW.
- For this block, the via count after detailed routing is 3,302.
- The detailed-route wire length per cell is 15.4 um.
- The OpenROAD warning count is 27.
- The sequential cell area fraction in the yosys report is 58.5%.
- After synthesis the netlist holds a flip-flop and latch count of 114.
==> layout by cell type (no fill, tap or decap), drive strengths merged, types with 3 or more instances in the layout <==
cell / Yosys / layout
clkdlybuf4s50: 0 / 73
dfrtp: 66 / 66
mux2: 66 / 66
nor2: 35 / 35
mux2i: 32 / 32
edfxtp: 32 / 32
a211oi: 31 / 31
nand2: 20 / 20
clkbuf: 5 / 19
dfstp: 15 / 15
o21ai: 10 / 10
xor2: 9 / 9
and2: 9 / 9
ha: 9 / 9
inv: 8 / 8
clkinv: 0 / 7
xnor2: 5 / 5
bufinv: 0 / 5
nand3: 5 / 5
buf: 12 / 5
a31oi: 3 / 3
==> power by group <==
part | internal (mW) | switching [mW] | total, mW
clock network | 0.993 | 0.441 | 1.43
registers | 1.34 | 0.160 | 1.50
logic | 0.357 | 0.261 | 0.618
total | 2.69 | 0.862 | 3.55
==> per-layer routing <==
metal	vias to the layer above	GRT usage, %	wire length, um
met5	-	0	0
met4	0	1.14	65
met3	6	3.89	606
met2	66	21.6	5280
met1	1637	19.2	4890
li1	1593	-	-
==> worst max-delay path: cells and delay by family <==
family | cells | cell delay (ns)
muxes | 1 | 0.41
and+or+nand+nor | 3 | 0.82
buffers and inverters | 1 | 0.49
==> layout make-up <==
cell class / count / area [um2] / area share (%)
clock inverters: 13 / 190 / 2.81
flip-flops and latches: 114 / 3030 / 44.7
multi-input cells: 252 / 2040 / 30.1
repair buffers: 78 / 778 / 11.5
well taps: 220 / 275 / 4.07
clock buffers: 19 / 433 / 6.39
inverters: 8 / 30.0 / 0.444
==> per-stage QoR <==
step	setup WS, ns	std cells
final	2.07	704
after global routing	1.92	704
after CTS	2.04	704
after detailed placement	1.65	672
after global placement	1.69	672
after floorplan	2.34	391
==> logic make-up after synthesis <==
kind of cell / share of synthesized area (%)
fa+ha+maj: 2.18
compound gates: 6.45
flops: 58.5
xor+xnor: 2.37
simple gates: 7.68
buf+inv: 2.25
mux: 20.6
==> worst max-delay path by stage <==
stage	startpoint	endpoint	slack (ns)	depth (start not counted)
CTS	avs_s0_chip_select	period[31]	2.04	5
global route	avs_s0_address[1]	read_data[21]	1.92	5
finish	avs_s0_chip_select	period[31]	2.07	5
==> state kept, by name, summed over array words and instances (netlist names) <==
register	flops
pulse_width	32
PWM_core0.PWM_out	1
read_data	32
PWM_core0.counter	8
enable	1
PWM_core0.duty_cycle	8
period	32
Power and IR drop assume default switching activity.
